==> flow/constraint.sdc <==
current_design lmc

set clk_period 15.9
set clk_io_pct 0.2

create_clock -name clk0 -period $clk_period [get_ports {CLOCK_50}]

set non_clock_inputs [all_inputs -no_clocks]
set_input_delay [expr $clk_period * $clk_io_pct] -clock clk0 $non_clock_inputs
set_output_delay [expr $clk_period * $clk_io_pct] -clock clk0 [all_outputs]
==> flow/design.v <==
module cpu (
    input logic clk,
    input logic reset,
    input logic cont,
    output logic signed [10:0] out
);
    logic [6:0] mem_addr;
    logic signed [10:0] mem_data;
    logic mem_we;
    logic signed [10:0] mem_out;
    memory mem(.clk(clk),
               .reset(reset),
               .addr(mem_addr),
               .data(mem_data),
               .write_enable(mem_we),
               .out(mem_out));
    typedef enum logic [2:0] { FETCH, LATCH, EXEC, DATA, PAUSE } cpu_state;
    cpu_state state;
    logic [6:0] PC;
    logic [10:0] CIR;
    logic signed [10:0] ACC;
    logic cont_d;
    logic signed [10:0] wrapped_ACC;
    logic [6:0] operand;
    logic [3:0] opcode;
    always_comb begin
        wrapped_ACC = ((ACC + 999) % 1999) - 999;
        opcode = CIR / 100;
        operand = CIR % 100;
    end
    always_ff @(posedge clk or posedge reset) begin
        if (reset) begin
            PC <= 0;
            ACC <= 0;
            state <= FETCH;
            out <= 0;
            cont_d <= 0;
        end else begin
            mem_we <= 0;
            cont_d <= cont;
            case(state)
                FETCH: begin
                    mem_addr <= PC;
                    ACC <= wrapped_ACC;
                    state <= LATCH;
                end
                LATCH: begin
                    CIR <= mem_out;
                    PC <= PC + 1;  
                    state <= EXEC;
                end
                EXEC: begin
                    state <= (opcode == 1 || opcode == 2 || opcode == 5) ? DATA : (opcode == 9 ? FETCH : FETCH);
                    mem_addr <= operand;
                    case(opcode)
                        3: begin  
                            mem_we <= 1;
                            mem_data <= ACC;
                        end
                        6: PC <= operand;                      
                        7: PC <= (ACC == 0) ? operand : PC;  
                        8: PC <= (ACC >= 0) ? operand : PC;  
                        9: out <= ACC;
                    endcase
                end
                DATA: begin
                    case(opcode)
                        1: ACC <= ACC + mem_out;  
                        2: ACC <= ACC - mem_out;  
                        5: ACC <= mem_out;  
                    endcase
                    state <= FETCH;
                end
                PAUSE: begin
                    if(cont && !cont_d)
                        state <= FETCH;
                end
            endcase
        end
    end
endmodule
module lmc(
      inout              ADC_CS_N,
      output             ADC_DIN,
      input              ADC_DOUT,
      output             ADC_SCLK,
      input              AUD_ADCDAT,
      inout              AUD_ADCLRCK,
      inout              AUD_BCLK,
      output             AUD_DACDAT,
      inout              AUD_DACLRCK,
      output             AUD_XCK,
      input              CLOCK_50,
      input              CLOCK2_50,
      input              CLOCK3_50,
      input              CLOCK4_50,
      output      [12:0] DRAM_ADDR,
      output      [1:0]  DRAM_BA,
      output             DRAM_CAS_N,
      output             DRAM_CKE,
      output             DRAM_CLK,
      output             DRAM_CS_N,
      inout       [15:0] DRAM_DQ,
      output             DRAM_LDQM,
      output             DRAM_RAS_N,
      output             DRAM_UDQM,
      output             DRAM_WE_N,
      output             FAN_CTRL,
      output             FPGA_I2C_SCLK,
      inout              FPGA_I2C_SDAT,
      inout     [35:0]         GPIO_0,
      output      [6:0]  HEX0,
      output      [6:0]  HEX1,
      output      [6:0]  HEX2,
      output      [6:0]  HEX3,
      output      [6:0]  HEX4,
      output      [6:0]  HEX5,
      input              IRDA_RXD,
      output             IRDA_TXD,
      input       [3:0]  KEY,
      output      [9:0]  LEDR,
      inout              PS2_CLK,
      inout              PS2_CLK2,
      inout              PS2_DAT,
      inout              PS2_DAT2,
      input       [9:0]  SW,
      input              TD_CLK27,
      input      [7:0]  TD_DATA,
      input             TD_HS,
      output             TD_RESET_N,
      input             TD_VS,
      output      [7:0]  VGA_B,
      output             VGA_BLANK_N,
      output             VGA_CLK,
      output      [7:0]  VGA_G,
      output             VGA_HS,
      output      [7:0]  VGA_R,
      output             VGA_SYNC_N,
      output             VGA_VS,
      input       [1:0]  DIALL,
      input       [1:0]  DIALR,
      output             LEDRINGn,
      output      [7:0]  LCD_R_out,
      output      [7:0]  LCD_G_out,
      output      [7:0]  LCD_B_out,
      output             LCD_HSYNC,
      output             LCD_VSYNC,
      output             LCD_DEN,
      output             LCD_DCLK,
      output             LCD_ON,	     
      output             LCD_BACKLIGHT,  
      output             SHIFT_CLKIN,
      output             SHIFT_LOAD,
      input              SHIFT_OUT,
      output             TOUCH_WAKE,
      inout              DISPLAY_SDA,
      inout              DISPLAY_SCL,
      input              VERSION
);
      logic      [7:0]  LCD_R;
      logic      [7:0]  LCD_G;
      logic      [7:0]  LCD_B;
      always_comb begin
          if (VERSION) begin
              LCD_R_out = LCD_R;
              LCD_G_out = LCD_G;
              LCD_B_out = LCD_B;
	  end
          else begin
              LCD_R_out = ~LCD_R;
              LCD_G_out = ~LCD_G;
              LCD_B_out = ~LCD_B;
          end
      end
    wire [10:0] cpu_out;
    cpu lmc_cpu_inst(
        .clk(SW[0] ? CLOCK_50 : !KEY[2]),
        .reset(!KEY[0]),
        .cont(!KEY[1]),
        .out(cpu_out)
    );
    assign LEDR = cpu_out[9:0];  
	 logic [27:0] count;
    always_ff @(posedge CLOCK_50) begin
        count <= count + 1;
    end
    always_comb begin
        HEX0 <= count[27:21];
    end
endmodule
module memory (
    input logic clk,
    input logic reset,
    input logic [6:0] addr,
    input logic signed [10:0] data,
    input logic write_enable,
    output logic signed [10:0] out
);
    logic signed [10:0] underlying_memory [0:99];
    assign out = underlying_memory[addr];
    always_ff @(posedge clk or posedge reset) begin
		if (reset) begin
			underlying_memory[0] = 521;
			underlying_memory[1] = 120;
			underlying_memory[2] = 321;
			underlying_memory[3] = 520;
			underlying_memory[4] = 322;
			underlying_memory[5] = 522;
			underlying_memory[6] = 120;
			underlying_memory[7] = 322;
			underlying_memory[8] = 221;
			underlying_memory[9] = 120;
			underlying_memory[10] = 122;
			underlying_memory[11] = 817;
			underlying_memory[12] = 521;
			underlying_memory[13] = 222;
			underlying_memory[14] = 700;
			underlying_memory[15] = 813;
			underlying_memory[16] = 605;
			underlying_memory[17] = 521;
			underlying_memory[18] = 902;
			underlying_memory[19] = 800;
			underlying_memory[20] = 001;
			underlying_memory[21] = 004;
			underlying_memory[22] = 002;
		end else if (write_enable)
            underlying_memory[addr] <= data;
    end
endmodule
==> flow/run.sh <==
#!/bin/bash
# OpenROAD 26Q1-2900-gdf79404cd8, Yosys 0.63+post, stock flow scripts
make -C /OpenROAD-flow-scripts/flow DESIGN_CONFIG=/design/flow/config.mk WORK_HOME=/design/flow/orfs finish
==> flow/config.mk <==
export PLATFORM = sky130hd
export DESIGN_NAME = lmc
export DESIGN_NICKNAME = lmc
export VERILOG_FILES = /design/flow/design.v
export SDC_FILE = /design/flow/constraint.sdc
export NUM_CORES = 4
export LEC_CHECK = 1
export CORE_UTILIZATION = 50
==> CHANGELOG.md <==
### Implementation results

* Clock skew at around 32 ps
* CP max stage cell: clkdlybuf4s50_1
* Cell area leaders: edfxtp_1 50%, dfrtp_1 9.3%, mux2_2 6.7%
* Synth async-reset ratio at a little under a quarter
* Met3 Usage GRT at about two fifths
* Cell count in the Yosys report at ~3900
* Distinct lib cells at roughly 120
* Relative slew slack at 17.5%
* Drt pass-1 iters at 8
* Crit Reg-Reg Startpoint: lmc_cpu_inst.mem_addr[1]$_DFFE_PP_
* Rows at 119
* Min-delay src: SW[0]
* Die X at 328 µm
* Flip-flops with a built-in enable at between 800 and 900
* Port bufs at 20
* Routed WL at about 240000 µm
* Area leader share at about 50%
* Residual DRC count at 0
* CTS-repair resized insts at 0
* WS Path Type: input pin to clock gate
* OpenROAD warning count at 135
* Slowest stage delay, CP at just over 700 ps
* Crit-path cells: dlygate4sd3_1, dlygate4sd3_1, dlygate4sd3_1, dlygate4sd3_1, dlygate4sd3_1, clkdlybuf4s50_1
* Worst reg2reg path depth at 30
* Core Util at FP at between 50% and 60%
* Mean post-synth cell area at approximately 13 µm²
* Global Route met1 Usage at 59.3%
* Worst reg-to-reg setup slack at between 6000 and 7000 ps
* Setup violators final at 0
* Top cell excl fill/tap: edfxtp_1
* Vias at between 30000 and 40000
* Synth Flop Type: edfxtp_1
* CP Buf/Inv Count at 6
* PD cells at ~50 nW/µm²
* Global-route wire length before repair at roughly 320000 µm
* Die H at between 300 and 400 µm
* Register area at roughly 34000 µm²
* CTS tree: done
* Final Hold Fails at 0
* Seq share, synth at approximately 64%
* Status: complete, no violations
* Worst ir drop on vdd at between 0.09 and 0.1 mV
* Worst path required time at around 8500 ps
* Area growth syn-to-layout at 14.3%
* RSZ-0062 raised after global routing: false
* Largest net degree at the start of global routing at 110
* Fin Setup TNS at 0 ps
* Reg-to-Reg End: lmc_cpu_inst.ACC[10]$_DFFE_PN0P_
* Synth area leader: edfxtp_1
* Core area at around 110000 µm²
* Initial antenna violation count at 21
* DRT antenna net count at 0
* Max-slew violations at 0
* Placed cell count at around 5300
* IO Count at between 200 and 250
* GRT Max-Usage Layer: met2
* WL per Instance at ~42 µm
* Leakage power at between 0.02 and 0.025 µW
* Vias in the first global route at 37803
* Worst-Skew Late Latency at between 1500 and 2000 ps
* Filler cells at about 8300
* Total grt overflow at 0
* DRT iter0 DRCs at 3425
* Non-filler cells, final at 5621
* Critical Path Start Type: input pin
* Synth Warn # at between 100 and 150
* Slew @ Worst Pin at 1240 ps
* Final Wtd Congestion at about 1.1
* Worst EP arrival at between 6000 and 7000 ps
* Most frequent cells in the layout: 877 x edfxtp_1, 318 x mux2_2, 287 x buf_4, 228 x nand3_1, 198 x dfrtp_1
* Min-Delay Path Class: input pin to clock gate
* Chip area at roughly 110000 µm²
* Gate Area at about 17000 µm²
* Total of max-cap violations at 0
* Global Route Usage Sum at between 40% and 50%
* Hold Path Depth at 9
* Setup crit end kind: clock gate
* Share of layout cells above drive strength 1 at approximately 24%
* Yosys synthesis chip area at 53100 µm²
* Number of vias per cell at around 6.8
* Crit-path leading delay family: buffers and inverters
* #FFs+latches synth at around 1200
* Synth Cell Area at roughly 53000 µm²
* Crit path top cell by count: dlygate4sd3_1
* Critical-path maximum fanout at 2
* HPWL after detailed placement at about 160000 µm
* Synth Instances at between 3000 and 4000
* Setup Buffers After CTS at 0
* Met2 usage in global routing at between 60% and 70%
* Number of unconstrained endpoints at 63
## cells by family after synthesis
logic type / count (synthesis) / share of synthesized area [%]
AND-OR/OR-AND: 820 / 11.6
XOR/XNOR: 69 / 1.18
adder cells (fa/ha/maj): 23 / 0.547
buffers and inverters: 487 / 4.55
flip-flops: 1190 / 64.3
multiplexers: 353 / 7.58
other: 1 / 0.00706
AND/OR/NAND/NOR: 1002 / 10.3
## synthesized netlist by cell type, types with 60 or more instances
library cell	n
dfrtp_1	198
nand3_1	228
nor3_1	60
o21ai_0	80
clkbuf_1	209
nand2_1	152
edfxtp_1	877
dfstp_2	87
nand4_1	81
a21oi_1	81
a22oi_1	184
buf_4	140
o22ai_1	67
nor2_1	178
mux2_2	318
## metrics by stage
| step | area [µm²] | util, % | power, µW | worst slack, ps | hold WS [ps] |
|---|---|---|---|---|---|
| 6_report | 60700 | 57.7 | 3040 | 1870 | 132 |
| 5_1_grt | 60700 | 57.7 | 3110 | 1780 | 230 |
| 4_1_cts | 60700 | 57.7 | 3050 | 1950 | 31.3 |
| 3_5_place_dp | 55900 | 53.1 | 1220 | 4300 | -4360 |
| 3_3_place_gp | 55900 | 53.1 | 1230 | 4290 | -4350 |
| 2_1_floorplan | 53600 | - | 1230 | 4770 | -4770 |
## timing repair
action,4_1_cts,5_1_grt
hold buffers,8,0
setup endpoints to repair,0,0
endpoints found under the hold margin,1,0
## registers in the layout, summed over array words and instances (netlist names)
name and cells:
lmc_cpu_inst.mem.underlying_memory 1100, count 28, lmc_cpu_inst.ACC 11, lmc_cpu_inst.CIR 11, lmc_cpu_inst.mem_data 11, lmc_cpu_inst.out 10, lmc_cpu_inst.PC 7, lmc_cpu_inst.mem_addr 7
lmc_cpu_inst.state 4, lmc_cpu_inst.mem_we 1
## where the power goes
part | total [µW] | switching [µW] | internal [µW] | leakage [µW]
Clock | 1550 | 605 | 948 | 0.00227
Sequential | 1460 | 0.0148 | 1460 | 0.0141
Combinational | 24.3 | 20.5 | 3.77 | 0.00714
Total | 3040 | 626 | 2420 | 0.0235
## per-layer routing
metal	share of wire (%)	up-vias
li1	-	15589
met1	32	19154
met2	41	3002
met3	19	696
met4	7.4	47
met5	0.82	-
## final cells by class
| class | count | share of cell area (%) |
|---|---|---|
| inverter | 50 | 0.309 |
| tap | 1391 | 2.87 |
| multi-input combinational | 2396 | 28.6 |
| antenna | 12 | 0.0495 |
| sequential | 1190 | 56.2 |
| clock inverter | 60 | 0.851 |
| timing repair buffer | 323 | 4.28 |
| clock buffer | 199 | 6.87 |
## worst max-delay path by stage
stage	endpoint	slack, ps	startpoint	depth (start not counted)
5_1_grt	clock gate	1780	SW[0]	6
6_report	clock gate	1870	SW[0]	6
4_1_cts	clock gate	1950	SW[0]	6
## worst reg2reg max path, delay by kind of cell (launching register included)
kind / cells / cell delay [ps]
compound gates: 12 / 2830
fa+ha+maj: 2 / 460
simple gates: 7 / 2060
buf+inv: 6 / 2270
xor+xnor: 1 / 170
mux: 2 / 720
flops: 1 / 320
No activity file was given, so power comes from the tool's default toggle rates.
